## config.mk

```make
export PLATFORM = sky130hd
export DESIGN_NAME = digital_clock
export DESIGN_NICKNAME = digital_clock
export VERILOG_FILES = /design/flow/design.v
export SDC_FILE = /design/flow/constraint.sdc
export NUM_CORES = 4
export LEC_CHECK = 1
export CORE_UTILIZATION = 30
```

## constraint.sdc

```tcl
current_design digital_clock

set clk_period 2.7
set clk_io_pct 0.2

create_clock -name clk0 -period $clk_period [get_ports {Clk_1sec}]

set non_clock_inputs [all_inputs -no_clocks]
set_input_delay [expr $clk_period * $clk_io_pct] -clock clk0 $non_clock_inputs
set_output_delay [expr $clk_period * $clk_io_pct] -clock clk0 [all_outputs]
```

## design.v

```verilog
module digital_clock(
    seconds_out,
    minutes_out,
    hours_out,
    am_pm_out,
    stopwatch_hours_out,
    stopwatch_minutes_out,
    stopwatch_seconds_out,
    alarm_ring_out, 
    Clk_1sec, 
    reset_in, 
    set_time_in, 
    set_hour_in, 
    set_minute_in, 
    set_ampm_in,
    alarm_hour_in,
    alarm_minute_in,
    alarm_ampm_in, 
    stopwatch_on_in,
    stopwatch_reset_in
); 
output [5:0] seconds_out;
output [5:0] minutes_out;
output [3:0] hours_out;
output am_pm_out;
output [3:0] stopwatch_hours_out;
output [5:0] stopwatch_minutes_out;
output [5:0] stopwatch_seconds_out;
output alarm_ring_out; 
input Clk_1sec;  
input reset_in;  
input set_time_in;  
input [3:0] set_hour_in;  
input [5:0] set_minute_in;  
input set_ampm_in;  
input [3:0] alarm_hour_in;
input [5:0] alarm_minute_in;
input alarm_ampm_in;  
input stopwatch_on_in;
input stopwatch_reset_in;
reg [5:0] seconds_out;
reg [5:0] minutes_out;
reg [3:0] hours_out;
reg am_pm_out;
reg [3:0] stopwatch_hours_out;
reg [5:0] stopwatch_minutes_out;
reg [5:0] stopwatch_seconds_out;
reg alarm_ring_out = 0;
always @ (posedge(Clk_1sec), posedge(reset_in), posedge(set_time_in)) begin
    if (reset_in) begin  
        seconds_out = 0;
        minutes_out = 0;
        hours_out = 12;
        am_pm_out = 0; 
    end
    else if (set_time_in) begin  
        seconds_out = 0;
        minutes_out = set_minute_in;
        hours_out = set_hour_in;
        am_pm_out = set_ampm_in; 
    end
    else if (Clk_1sec) begin  
        seconds_out = seconds_out + 1;  
        if (seconds_out == 60) begin  
            seconds_out = 0;  
            minutes_out = minutes_out + 1;  
            if (minutes_out == 60) begin  
                minutes_out = 0;  
                hours_out = hours_out + 1;  
                if (hours_out == 12) begin  
                    am_pm_out = ~am_pm_out;  
                end
                else if (hours_out == 13) begin
                    hours_out = 1;
                end
            end
        end
        alarm_ring_out = !((hours_out^alarm_hour_in) | (minutes_out^alarm_minute_in) | (am_pm_out^alarm_ampm_in));  
    end
end
always @ (posedge(Clk_1sec), posedge(stopwatch_reset_in)) begin
    if (stopwatch_reset_in) begin  
        stopwatch_seconds_out = 0;
        stopwatch_minutes_out = 0;
        stopwatch_hours_out = 0; 
    end
    else if (stopwatch_on_in) begin  
        stopwatch_seconds_out = stopwatch_seconds_out + 1;
        if (stopwatch_seconds_out == 60) begin  
            stopwatch_seconds_out = 0;  
            stopwatch_minutes_out = stopwatch_minutes_out + 1;
            if (stopwatch_minutes_out == 60) begin  
                stopwatch_minutes_out = 0;  
                stopwatch_hours_out = stopwatch_hours_out + 1;
                if (stopwatch_hours_out == 24) begin  
                    stopwatch_hours_out = 0;  
                end
            end
        end
    end
end
endmodule
```

## run.sh

```bash
#!/bin/bash
# OpenROAD 26Q1-2900-gdf79404cd8, Yosys 0.63+post, stock flow scripts
make -C /OpenROAD-flow-scripts/flow DESIGN_CONFIG=/design/flow/config.mk WORK_HOME=/design/flow/orfs finish
```

==> impl_metrics.toml <==
# implementation run metrics
[worst_setup_path]
slowest_stage = "dfbbp_1"
reg2reg_from = "minutes_out[1]$_DFFSR_PPP_"
cp_top_family = "simple AND/OR/NAND/NOR gates"
r2r_slack_ps = 20
worstSetupEndpointType = "register"
crit_chain = "buf_12, ha_4, xor2_2, a2bb2oi_4, or3_4, nor4b_4, xor3_1, nand4_1, nor4_2"
crit_start = "minutes_out[1]$_DFFSR_PPP_"
start_kind = "register"
worstPathRequired_ps = 2750
crit_buf_inv = 1
slowest_delay_ps = 470
critPathArrivalTime_ps = 2730
crit_type = "register to register"
cp_max_fo = 6

[global_routing]
grt_pass1_vias = 2024
grt-ovfl-total = 0
antenna_found_initial = 0
grt_pass1_wl_mm = 9.901
grt_max_degree = 17
grt.total_usage_pct = 14.90

[floorplan]
fp.dieH_um = 92.16
die_area_sq_um = 8493
rows = 32
fp_util_pct = 31.23
core_area_sq_um = 7807
top_level_ports = 61
fp.dieW_um = 92.16

[logic_synthesis]
async_flop_share_pct = 97.06
ff_type = "dfrtp_1"
ys_ff = 34
syn_area_sq_um = 2439
yosysWarnings = 4
synth_cell_types = 58
synth.top_cell.area_share_pct = 22.58
yosys.area.top_type = "dfrtp_1"
synth.avg_cell_area_sq_um = 9.379
ys_seq_share_pct = 38.48
synth_cells = 260
ys_chip_area_sq_um = 2439
area_leaders = "dfrtp_1 23%, dfbbp_1 15%, xor2_1 5.4%"
synthMostInstantiatedCell = "nand2_1"
ys_cells = 260
common_cells = "32 x nand2_1, 22 x dfrtp_1, 17 x a21oi_1, 17 x nor2_1"
edf_count = 1

[routing]
dr.pass1.iters = 4
via_count = 2187
drtAntennaViolNets = 0
wl_mm = 6.104
wl_per_cell_um = 13.84
n_antenna_cell = 0
via_per_inst = 4.959
drt_iter0_drc = 87
remaining_drc_errors = 0

[clock_network]
cts_sinks = 34
cts_buffers = 5
clk_pin_slew_ps = 80
cts_htree_levels = 2
clockBufferDepth = 2
cts-root-buf = "clkbuf_8"
clkLatencyLatePin_ps = 290
tritoncts = "done"

[timing]
clock-skew-final_ps = 11.98
fin_crit_sh_pct = 99.37
slew_violations = 0
setup_ws_ps = 16.89
hold_viol_final = 0
setup_violations = 0
tightest_slew_ps = 626.8
fmax_ghz = 0.3727
fin_crit_ps = 2683
fin_tns_setup_ps = 0
maxSlewHeadroom_pct = 57.89
rsz0062_at_grt = "true"

[power]
irDropWorstVdd_mv = 0.3745
p_total_mw = 1.485
leakagePower_nw = 1.455
powerDensity_nw_per_um2 = 422.5

[layout]
drive_gt1_share_pct = 16.22
finalInstanceArea_sq_um = 3513
final_util_pct = 45.00
syn_to_final_growth_pct = 44.07

[placed_design]
place_area_sq_um = 3189
port_buffers = 60
place_hpwl_mm = 4.389
dp_slack_ps = 46.03
gp_congestion = 0.8525

[hold_path]
hold_class = "register to register"
min_from = "stopwatch_hours_out[3]$_DFFE_PP0P_"

[outcome]
status = "completed"

[job]
warning_count = 30
cap_violations = 0
[area by class of cell]
class | count | area (sq um)
clock buffer | 5 | 68.82
sequential | 34 | 939.7
timing repair buffer | 80 | 767.0
multi-input combinational | 202 | 1509
tap | 102 | 127.6
clock inverter | 3 | 45.04
inverter | 15 | 56.30
fill | 736 | 4294
[registers in the layout, summed over array words and instances (netlist names)]
| signal | count |
|---|---|
| am_pm_out | 1 |
| stopwatch_hours_out | 4 |
| alarm_ring_out | 1 |
| hours_out | 4 |
| stopwatch_minutes_out | 6 |
| seconds_out | 6 |
| minutes_out | 6 |
| stopwatch_seconds_out | 6 |
[cell families after synthesis]
| family | share of synthesized area (%) |
|---|---|
| flip-flops | 38.48 |
| buffers and inverters | 4.156 |
| multiplexers | 3.181 |
| XOR/XNOR | 10.31 |
| AND/OR/NAND/NOR | 22.37 |
| adder cells (fa/ha/maj) | 5.131 |
| AND-OR/OR-AND | 16.37 |
[what timing repair did]
action / 4_1_cts / 5_1_grt
endpoints found under the setup margin: 0 / 1
hold buffers: 0 / 0
setup buffers: 0 / 11
gates resized: 0 / 22
[layout by cell type, fill, tap and decap left out, types with 8 or more instances in the layout]
cell and n:
ha_1 8, clkdlybuf4s50_1 60, nand2_1 31, nor2_1 17, inv_1 15, dfrtp_1 21, nand3_1 9, xnor2_1 11
buf_4 18, o21ai_0 11, dfbbp_1 11, a21oi_1 17, xor2_1 14, nor3_1 8
[metal layers]
layer,share of wire [%],vias to the layer above,GRT usage (%)
li1,-,1108,-
met1,50,1017,23.28
met2,43,58,22.70
met3,6.0,4,3.038
met4,0.59,0,1.172
met5,0,-,0
[through the flow]
stage / std cells / hold WS (ps)
3_5_place_dp: 422 / 456.8
2_1_floorplan: 260 / 420.4
3_3_place_gp: 422 / 457.1
4_1_cts: 430 / 472.8
6_report: 441 / 470.6
5_1_grt: 441 / 512.6
[final timing paths]
check                           depth (start not counted)                            endpoint
worst min-delay path                                    1  stopwatch_hours_out[3]$_DFFE_PP0P_
worst max-delay path                                    9            alarm_ring_out$_DFFE_PN_
worst min register to register                          1  stopwatch_hours_out[3]$_DFFE_PP0P_
max in group asynchronous                               4            hours_out[3]$_DFFSR_PPP_
worst max register to register                          9            alarm_ring_out$_DFFE_PN_
min in group asynchronous                               2            hours_out[1]$_DFFSR_PPP_
[report_power, final]
part	leakage, nW	internal (mW)	switching (mW)
logic	0.970	0.195	0.109
clock network	0.0504	0.275	0.210
registers	0.434	0.610	0.0853
total	1.45	1.08	0.405
Power figures rest on the tool's default switching activity, not on a simulated workload.
